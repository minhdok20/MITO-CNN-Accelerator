==> /design/flow/design.v <==
`timescale 1ns / 1ps
module RELU #(parameter data_width = 20)
             (clk, rst_n, input_relu, output_relu);
    input clk, rst_n;
    input signed [data_width-1:0] input_relu;
    output reg signed [data_width-1:0] output_relu;
    reg [data_width-1:0] buf_relu;
    always_ff @(posedge clk or negedge rst_n) begin
        if (!rst_n) begin
            output_relu <= 0;
        end else begin
            output_relu <= buf_relu;
        end
    end
    always_comb begin
        if (input_relu === 1'bz || input_relu === 1'bx) begin
            buf_relu = 0;
        end else begin
            buf_relu = (input_relu[data_width-1] == 0) ? input_relu : 0;
        end
    end
endmodule
==> /design/flow/run.sh <==
#!/bin/bash
# OpenROAD 26Q1-2900-gdf79404cd8, Yosys 0.63+post, stock flow scripts
make -C /OpenROAD-flow-scripts/flow DESIGN_CONFIG=/design/flow/config.mk WORK_HOME=/design/flow/orfs finish
==> /design/flow/config.mk <==
export PLATFORM = sky130hd
export DESIGN_NAME = RELU
export DESIGN_NICKNAME = RELU
export VERILOG_FILES = /design/flow/design.v
export SDC_FILE = /design/flow/constraint.sdc
export NUM_CORES = 4
export LEC_CHECK = 1
export CORE_AREA = 10 10 72 72
export DIE_AREA = 0 0 82 82
==> /design/flow/constraint.sdc <==
current_design RELU

set clk_period 1.0
set clk_io_pct 0.2

create_clock -name clk0 -period $clk_period [get_ports {clk}]

set non_clock_inputs [all_inputs -no_clocks]
set_input_delay [expr $clk_period * $clk_io_pct] -clock clk0 $non_clock_inputs
set_output_delay [expr $clk_period * $clk_io_pct] -clock clk0 [all_outputs]
==> out/metrics.yaml <==
logic_synthesis:
  ys.flops: 19
  async_reset_ff_frac: 1.00
  ys_seq_share: 0.713
  netlist_instances: 48
  top_cell_area_share: 0.713
  most_common_cell: "dfrtp_1"
  common_cells: "dfrtp_1 (19), nor2b_1 (17), nor4_1 (4)"
  syn_area_sq_um: 667
  ys.warnings.count: 2
  synth-area-yosys_sq_um: 667
  postSynthAreaPerCell_sq_um: 13.9
  synthDistinctLibCells: 11
  ys_cells: 48
  flop_cell: "dfrtp_1"
  top_area_cell: "dfrtp_1"
  synth-edff-count: 0
  synthTopCellsByArea: "dfrtp_1 (71%), nor2b_1 (16%), nor4_1 (3.8%), a311oi_2 (2.3%), buf_6 (1.7%)"
clock_network:
  clock-sinks: 19
  postCtsSetupRepairBufs: 0
  hold_buffers: 0
  numCtsBuffers: 3
  cts-root-buf: "clkbuf_8"
  clk_pin_slew_ns: 0.07
  clock_tree.buffer_depth: 2
  cts.htree.levels: 1
  cts_tree: "built"
final_layout:
  fill_cells: 393
  reg.largest.list: "output_relu x19"
  regArea_sq_um: 475
  regMostFlops: "output_relu"
  fin_area_sq_mm: 0.00111
  largest_register_ffs: 19
  drive_above_1_share: 0.323
  logic_area_sq_um: 188
  finalNonFillerCells: 141
  area_growth_pct: 67.2
drt:
  drc: 0
  wire_per_inst_um: 12.8
  drt_iter0_markers: 21
  via_count: 492
  insertedDiodeCount: 0
  vias_per_cell: 3.49
  route.antenna.remaining_nets: 0
  drt-total-wl_um: 1800
  drt_first_pass_iters: 2
sta:
  setup_viol: 0
  whs_ns: 0.239
  tns_ns: 0
  fin_crit_ns: 0.980
  clock.fmax_mhz: 1020
  hold_violations: 0
  maxSlewViolCount: 0
  timing.final.crit_share: 0.980
  rsz0062_at_grt: "true"
floorplan:
  die_area_sq_mm: 0.00672
  die_h_um: 82
  pin_count: 42
  core.rowCount: 22
  fp.dieW_um: 82
  core-area_sq_mm: 0.00369
  initCoreUtil: 0.181
worst_hold_path:
  min_from: "input_relu[1]"
  holdPathStages: 2
  whs_endpoint: "output_relu[1]$_DFF_PN0_"
  hp-class: "in -> reg"
grt:
  grt_pass1_wl_um: 2750
  grt_max_degree: 20
  antenna_found_initial: 0
  grt_overflow: 0
  grt_pass1_vias: 563
  gr-usage-all-layers: 0.0530
worst_setup_path:
  slowest_stage: "clkdlybuf4s50_1"
  crit_type: "in -> reg"
  worstPathRequired_ns: 1.16
  end_kind: "flop"
  crit_arrival_ns: 1.14
  cp_max_fo: 2
  max_stage_delay_ns: 0.46
  critPathLaunchType: "input pin"
  path_cells: "clkdlybuf4s50_1, nor4_1, and3_1, a311oi_2"
placement:
  place_inst: 137
  place.gp.congestion: 0.747
  dpl.hpwl_um: 1510
  io_buffers: 40
  placed_area_sq_mm: 0.00116
power_and_ir_drop:
  peakVddDrop_uv: 434
  pwr_density_cell_mw_per_mm2: 1360
  power_leakage_uw: 0.000556
  fin_total_pwr_uw: 1510
run_status:
  status: "finished, final reports clean"
job:
  log.warning_count: 26
  maxCapViolCount: 0
## layer usage
metal  up-vias  part of all wire  track usage
li1        241                 -            -
met4         0             0.019       0.0153
met5         -                 0            0
met1       224              0.41       0.0631
met2        25              0.47       0.0886
met3         2              0.11       0.0187
## report_power, final
group / internal (uW) / switching [uW]
Sequential: 807 / 8.81
Clock: 282 / 225
Combinational: 119 / 69.1
## area by class of cell
class                           count  share of cell area
Clock buffer                        4              0.0404
Inverter                            1             0.00337
Multi-Input combinational cell     26               0.168
Sequential cell                    19               0.426
Tap cell                           48              0.0539
Timing Repair Buffer               43               0.308
## metrics by stage
step                      worst slack [ns]   util
after global routing              -0.00770  0.302
after CTS                          0.00180  0.320
after detailed placement            -0.455  0.313
after global placement              -0.503  0.313
after floorplan                      0.167      -
final                               0.0196  0.302
## cell usage in the layout (no fill, tap or decap)
cell type	count
clkbuf_8	3
nor2b_1	17
dlygate4sd2_1	12
nor4_1	1
clkdlybuf4s50_1	7
clkbuf_1	1
clkbuf_2	14
buf_4	1
conb_1	1
dlymetal6s2s_1	2
buf_12	2
nor2b_2	1
dfrtp_1	19
inv_1	1
nor2_1	1
nor4_2	3
and3_1	1
a311oi_2	1
buf_2	5
## logic make-up after synthesis
logic type,share of synthesized area
buf+inv,0.0338
compound gates,0.0225
other cells,0.00562
simple gates,0.225
flops,0.713
## critical path, delay by kind of cell
family                 cells  cell delay (ns)
AND-OR/OR-AND              1             0.24
buffers and inverters      1             0.46
AND/OR/NAND/NOR            2             0.23
## what timing repair did
item / in CTS / in global routing
pin swaps: 5 / 1
gates cloned: 0 / 0
endpoints found under the setup margin: 20 / 15
gates resized: 58 / 16
## worst max-delay path by stage
stage / startpoint / endpoint / slack [ns]
4_1_cts: output_relu[17]$_DFF_PN0_ / output_relu[17] / 0.002
5_1_grt: input_relu[17] / output_relu[0]$_DFF_PN0_ / -0.008
6_report: input_relu[17] / output_relu[0]$_DFF_PN0_ / 0.02
