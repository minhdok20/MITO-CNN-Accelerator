==> flow/design.v <==
`timescale 1ns / 1ps
module COLLATIONER #(parameter input_width  = 20,
                               output_width = 20)
                    (clk, rst_n, ifm_input0, ifm_input1, ifm_output);
    input logic clk, rst_n;
    input logic [input_width-1:0] ifm_input0;
    input logic [input_width-1:0] ifm_input1;
    output reg [output_width-1:0] ifm_output;
    always_ff @(posedge clk or negedge rst_n) begin
        if (!rst_n) begin
            ifm_output <= 0;
        end else begin
            ifm_output <= (ifm_input0 > ifm_input1) ? ifm_input0 : ifm_input1;
        end        
    end
endmodule
==> flow/run.sh <==
#!/bin/bash
# OpenROAD 26Q1-2900-gdf79404cd8, Yosys 0.63+post, stock flow scripts
make -C /OpenROAD-flow-scripts/flow DESIGN_CONFIG=/design/flow/config.mk WORK_HOME=/design/flow/orfs finish
==> flow/config.mk <==
export PLATFORM = sky130hd
export DESIGN_NAME = COLLATIONER
export DESIGN_NICKNAME = COLLATIONER
export VERILOG_FILES = /design/flow/design.v
export SDC_FILE = /design/flow/constraint.sdc
export NUM_CORES = 4
export LEC_CHECK = 1
export CORE_AREA = 10 10 104 104
export DIE_AREA = 0 0 114 114
==> flow/constraint.sdc <==
current_design COLLATIONER

set clk_period 1.0
set clk_io_pct 0.2

create_clock -name clk0 -period $clk_period [get_ports {clk}]

set non_clock_inputs [all_inputs -no_clocks]
set_input_delay [expr $clk_period * $clk_io_pct] -clock clk0 $non_clock_inputs
set_output_delay [expr $clk_period * $clk_io_pct] -clock clk0 [all_outputs]
==> impl_metrics.ini <==
; physical design summary
[run_status]
status = finished, violations left
failed_checks = negative setup slack

[yosys]
synth-edff-count = 0
netlist_top_cells_area = dfrtp_1 37%, mux2_4 22%, ha_1 18%, inv_1 5.5%, buf_12 3.0%
synth_area_leader_cell = dfrtp_1
ys.flops = 20
ff_type = dfrtp_1
ys_cells = 111
postSynthCellCount = 111
ys_warn_count = 1
yosys_area_sq_mm = 0.001355
synth_seq_share_pct = 36.93
syn_area_sq_mm = 0.001355
top_cells_by_count = 20 x dfrtp_1, 20 x ha_1, 20 x inv_1, 20 x mux2_4, 6 x a21oi_1
async_flop_share_pct = 100.0
ys_types = 20
synth.top_cell.area_share_pct = 36.93
postSynthAreaPerCell_sq_um = 12.21

[final_layout]
reg.largest.list = ifm_output (20)
finish.utilization_pct = 27.32
fillers = 925
largest_register = ifm_output
syn_to_final_growth_pct = 74.98
fin_cells = 295
post_route_cells_drive_above_1_share_pct = 66.31
largest_register_ffs = 20

[floorplanning]
die-area_sq_mm = 0.01300
fp_util_pct = 15.61
row_count = 34
ios = 62
die_height_um = 114
die_width_um = 114
core-area_sq_mm = 0.008678

[pwr]
cellLeakagePower_nw = 1.120
pwr_density_cell_mw_per_mm2 = 1114
peakVddDrop_mv = 0.6101
power_mw = 2.642

[clocking]
clock_path_buffers = 2
ctsHoldBuffers = 0
cts_tree = built
clock_sinks = 20
numCtsBuffers = 3
clkSlewWorstSetupHoldPaths_ns = 0.08
h-tree-depth = 1
cts-root-buf = clkbuf_8

[global_route]
grt-ovfl-total = 0
grt_pass1_wl_um = 6520
antenna_found_initial = 0
grt_max_degree = 21
grt_pass1_vias = 1255
grt_usage_pct = 6.200

[detailed_routing]
vias_per_cell = 3.647
drt-total-wl_um = 4136
firstDrtPassIters = 3
vias = 1076
ant_nets = 0
drc = 0
routedWlPerCell_um = 14.02
antennaDiodeCount = 0
drtIter0Drc = 22

[place]
io_buffers = 61
dpl.hpwl_um = 3278
place_congestion = 0.7484
place_inst = 286

[timing]
slew_headroom_pct = 78.31
worst_slew_pin_slew_ns = 0.3234
finalSetupViolCount = 20
slew_viol_final = 0
hold_viol = 0
finalClockPeriodUsage_pct = 207.3
max_freq_mhz = 482.4
rsz0062_at_grt = yes
worst_slack_ns = -1.073
finalCriticalPeriod_ns = 2.073

[critical_path]
cp_max_fo = 6
path_delay_family = simple AND/OR/NAND/NOR gates
cp.required_ns = 1.15
path_buffers = 4
cp-end-kind = register
critical_path_class = input port to register
slowest_stage = or4_4
slowest_delay_ns = 0.44
cp.arrival_ns = 2.23
crit_path_cell_trace = clkdlybuf4s15_2 -> inv_2 -> ha_4 -> nand2_1 -> or3_4 -> or4_4 -> o21ai_4 -> buf_6 -> buf_12 -> mux2_4
startpoint_type = input port

[hold_path]
hold_path_class = input port to register

[run]
tool_warnings = 28
cap_violations = 0
==> routing by layer <==
metal	vias to the layer above	routed length, um	GRT usage [%]
li1	537	-	-
met1	500	1834	7.773
met2	37	1976	10.82
met3	2	289	1.489
met4	0	36	0.7519
met5	-	0	0
==> path summary, 6_finish.rpt <==
kind | startpoint | to | slack, ns | cells after the start
min in group asynchronous | rst_n | ifm_output[2] | 0.27 | 2
worst max-delay path | ifm_input1[13] | ifm_output[8] | -1.07 | 10
max in group asynchronous | rst_n | ifm_output[17] | 0.59 | 2
worst min-delay path | ifm_input1[18] | ifm_output[18] | 0.16 | 2
==> report_power, final <==
group	internal (mW)	leakage [nW]	switching (mW)	total (mW)
Combinational	0.543	0.852	0.331	0.875
Clock	0.535	0.0357	0.314	0.849
Sequential	0.897	0.233	0.0214	0.919
Total	1.97	1.12	0.667	2.64
==> area by class of cell <==
class                   instances  area (sq um)  area share (%)
clock buffers                   3         41.29           1.741
flip-flops and latches         20         500.5           21.11
multi-input cells              69         977.2           41.21
repair buffers                 74         591.8           24.96
well taps                     108         135.1           5.699
inverters                      20         95.09           4.011
clock inverters                 1         30.03           1.266
==> per-stage QoR <==
step | setup TNS, ns | instance area (sq um) | setup slack [ns] | hold WS (ns)
finish | -20.54 | 2371 | -1.073 | 0.1650
global route | -21.18 | 2371 | -1.110 | 0.1534
CTS | -21.90 | 2437 | -1.103 | 0.1497
detailed placement | -36.14 | 2268 | -1.826 | 0.5677
global placement | -35.49 | 2268 | -1.792 | 0.5672
floorplan | -20.91 | 1478 | -1.045 | -0.09559
==> layout by cell type (no fill, tap or decap), types with 4 or more instances in the layout <==
cell | Yosys | final
a21oi_1 | 6 | 4
buf_2 | 0 | 24
buf_4 | 0 | 7
buf_6 | 0 | 9
clkbuf_2 | 0 | 11
dfrtp_1 | 20 | 20
dlygate4sd2_1 | 0 | 9
ha_1 | 20 | 4
ha_4 | 0 | 15
inv_1 | 20 | 7
inv_2 | 0 | 9
mux2_4 | 20 | 20
nand4_1 | 4 | 4
==> logic make-up after synthesis <==
group	count (synthesis)	synth area share, %
flip-flops	20	36.93
buffers and inverters	22	8.495
adder cells (fa/ha/maj)	20	18.47
AND/OR/NAND/NOR	14	6.740
multiplexers	20	22.16
AND-OR/OR-AND	15	7.202
==> timing repair <==
action                     CTS  global route
pin swaps                   16            14
gates cloned                 1             0
resized                    190            26
buffers inserted             4             1
setup endpoints to repair   40            24
Power and IR drop assume default switching activity.
