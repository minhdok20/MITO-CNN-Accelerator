`flow/design.v`:
```
`timescale 1ns / 1ps
module PE #(parameter input_width = 8, 
                      output_width = 20)
           (clk, rst_n, ifm_input, wgt_input, product_output);
    input logic clk;
    input logic rst_n;
    input logic [input_width-1:0] ifm_input;
    input logic [input_width-1:0] wgt_input;
    output reg [output_width-1:0] product_output;
    always_ff @(posedge clk or negedge rst_n)
        if (~rst_n) begin
            product_output <= 0;
        end else begin
            product_output <= ifm_input * wgt_input;
        end
endmodule
```
`flow/run.sh`:
```
#!/bin/bash
# OpenROAD 26Q1-2900-gdf79404cd8, Yosys 0.63+post, stock flow scripts
make -C /OpenROAD-flow-scripts/flow DESIGN_CONFIG=/design/flow/config.mk WORK_HOME=/design/flow/orfs finish
```
`flow/config.mk`:
```
export PLATFORM = sky130hd
export DESIGN_NAME = PE
export DESIGN_NICKNAME = PE
export VERILOG_FILES = /design/flow/design.v
export SDC_FILE = /design/flow/constraint.sdc
export NUM_CORES = 4
export LEC_CHECK = 1
export CORE_UTILIZATION = 30
```
`flow/constraint.sdc`:
```
current_design PE

set clk_period 1.0
set clk_io_pct 0.2

create_clock -name clk0 -period $clk_period [get_ports {clk}]

set non_clock_inputs [all_inputs -no_clocks]
set_input_delay [expr $clk_period * $clk_io_pct] -clock clk0 $non_clock_inputs
set_output_delay [expr $clk_period * $clk_io_pct] -clock clk0 [all_outputs]
```
==> run notes <==
The flow completed. The chip occupies 8840 um2. Per Yosys stat, the portion of area used by sequential elements is 15.8%. In this run, CTS created clock tree buffers numbering 3. Cells with a size suffix above 1 make up 46.6% of the layout. Post-synthesis cell count from yosys landed at 264.

38 I/O pins were placed. Summing over the stages, the warning tally comes to 28. A synthesized cell averages 9.63 um2. Number of flip-flops under the largest register name landed at 16. The first global-routing pass estimated 9060 um of wire. In this run, post-CTS hold repair placed 0 buffers. The register with the most flip-flops in the final layout is product_output. Total routed wirelength landed at 5280 um. Number of buffers inserted by port buffering landed at 33.

The run finished, with violations left. Number of detailed-route iterations in the first pass landed at 4. Number of rows created at floorplan landed at 33. IR analysis of the VDD net gives a maximum drop of 0.871 mV. Summed over all nets, the half-perimeter wirelength after detailed placement is 4560 um.

In this build the clock could be raised as far as 0.284 GHz. TritonCTS built the clock tree. The type recorded for the worst min-delay path is in2async.

Worst path arrival time landed at 3.69 ns. DRC violation count after routing landed at 0. Setup repair after global routing could not meet its margin everywhere. Number of setup violations in the final report landed at 14. The multi-input combinational cells in the finished layout cover a total of 2280 um2. Once iteration 0 of detailed routing completed, the report listed 19 DRC markers.

Max-slew check failures listed in the final report amount to 0. Via count of the routed design landed at 2063. Mapped cell area landed at 2540 um2. Pin count of the biggest net entering global routing landed at 17.

Count of mapped cells out of synthesis landed at 264. Synthesis area per yosys landed at 2540 um2. Per-cell routed wire length landed at 11.3 um.

Maximum fanout along the worst path landed at 3. Number of global-route vias before repair landed at 2076. Flip-flop and latch count after synthesis landed at 16. Hold slack landed at 0.293 ns. Per the synth stats, the proportion of register bits with asynchronous set or reset is 100%. Data required time at the worst endpoint landed at 1.16 ns. After filler insertion, the fill cell instance count of the layout stands at 759. The script extracted a total leakage power of 0.00197 uW. 0 antenna diodes ended up in the layout.

Register clock-pin slew on the reported worst setup and hold paths landed at 0.06 ns. In the floorplan report the effective utilization is 30.9%. CTS sink count landed at 16. According to the floorplan report, the placeable core area is 8220 um2. Counting distinct cell types in the post-synthesis netlist gives 31. Minimum clock period landed at 3.52 ns. The report lists the power per cell area as 1870 nW/um2. Aggregate negative setup slack landed at -28.62 ns. Among all flip-flop cells after synthesis, the most frequent one is sky130_fd_sc_hd__dfrtp_1. Width of the die landed at 94.0 um. The vertical die dimension reported for this design is 94.0 um. The worst setup path is captured at a register. The worst setup path is launched from a primary input.

For this run, the total global-route usage over all layers was measured as 13.1%. For this run, the detailed router reports a per-instance via density of 4.41. Warnings reported by Yosys during synthesis add up to 1. Worst path setup slack after routing landed at -2.52 ns.

Synthesis-to-layout area growth landed at 53.0%. Per the gpl log, the routability congestion estimate is 0.880. Residual overflow from global routing landed at 0. Per the CTS log, the maximum H-tree level is 1. The count of nets left with antenna violations once routing finished came out at 0. The final hold violation count recorded for this run is 0. Across the whole layout, storage elements account for 400 um2. Number of max-cap violations landed at 0. The critical path is of the in2reg type.

Final period utilization landed at 352%. Clock tree synthesis selected as its root buffer the cell sky130_fd_sc_hd__clkbuf_8. In the final layout, the registers with the most flip-flops are product_output: 16 flops. The final reports fail on setup timing. No sink is reached through more buffers than the 2 on the longest clock path. The number of antenna violations at the first check in global routing came to 0. Number of flops mapped to enable cells by yosys landed at 0.
## final timing paths
path	start	to	slack (ns)	cells past startpoint
setup / recovery	ifm_input[5]	product_output[15]$_DFF_PN0_	-2.52	16
max in group asynchronous	rst_n	product_output[7]$_DFF_PN0_	0.59	2
min in group clk0	wgt_input[0]	product_output[0]$_DFF_PN0_	0.36	3
hold / removal	rst_n	product_output[9]$_DFF_PN0_	0.29	2
## metrics by stage
stage	worst slack [ns]	cell area [um2]	util (%)	std cells	power [uW]
floorplan	-2.58	2730	-	267	4110
global placement	-3.27	3550	43.2	451	6050
detailed placement	-3.30	3550	43.2	451	6070
CTS	-2.53	3770	45.9	465	7080
global route	-2.64	3890	47.3	468	8030
finish	-2.52	3890	47.3	468	7270
## where the power goes
part	total [uW]	internal [uW]	leakage, uW	switching [uW]
clock	459	266	0.0000216	193
sequential	1010	937	0.000192	69.2
combinational	5810	3330	0.00175	2470
## metal layers
| metal | vias to the layer above | part of all wire, % | track usage, % |
|---|---|---|---|
| met5 | - | 0 | 0 |
| met4 | 0 | 0.13 | 0.256 |
| met3 | 2 | 4.8 | 2.96 |
| met2 | 33 | 48 | 20.6 |
| met1 | 1008 | 47 | 20.2 |
| li1 | 1020 | - | - |
## final cells by class
type / instances / area share [%]
Tap cell: 105 / 3.38
Sequential cell: 16 / 10.3
Multi-Input combinational cell: 198 / 58.7
Timing Repair Buffer: 97 / 21.9
Clock buffer: 3 / 1.06
Inverter: 49 / 4.73
## synthesized netlist by cell type (2+ instances only)
master / n / share of area (%)
sky130_fd_sc_hd__nor2_1: 6 / 0.89
sky130_fd_sc_hd__o21ai_1: 2 / 0.39
sky130_fd_sc_hd__dfrtp_1: 16 / 16
sky130_fd_sc_hd__inv_1: 49 / 7.2
sky130_fd_sc_hd__and3_1: 3 / 0.74
sky130_fd_sc_hd__buf_4: 4 / 1.2
sky130_fd_sc_hd__fa_1: 36 / 28
sky130_fd_sc_hd__nand2_1: 23 / 3.4
sky130_fd_sc_hd__nor3_1: 2 / 0.39
sky130_fd_sc_hd__xor2_1: 4 / 1.4
sky130_fd_sc_hd__and2_1: 47 / 12
sky130_fd_sc_hd__a21oi_1: 5 / 0.98
sky130_fd_sc_hd__nor2b_1: 2 / 0.49
sky130_fd_sc_hd__o21a_1: 4 / 1.2
sky130_fd_sc_hd__a211o_1: 3 / 1.0
sky130_fd_sc_hd__xnor2_1: 7 / 2.4
sky130_fd_sc_hd__ha_1: 36 / 18
sky130_fd_sc_hd__o211ai_1: 2 / 0.59
## layout by cell type, fill, tap and decap left out, types with 3 or more instances in the layout
cell                              synthesis  routed
sky130_fd_sc_hd__buf_8                    0       6
sky130_fd_sc_hd__o21a_1                   4       4
sky130_fd_sc_hd__a211o_1                  3       3
sky130_fd_sc_hd__clkdlybuf4s15_1          0       3
sky130_fd_sc_hd__inv_1                   49      38
sky130_fd_sc_hd__nor2_1                   6       4
sky130_fd_sc_hd__clkbuf_8                 0       3
sky130_fd_sc_hd__nand2_1                 23      19
sky130_fd_sc_hd__buf_6                    0      26
sky130_fd_sc_hd__buf_4                    4      41
sky130_fd_sc_hd__and2_4                   1      21
sky130_fd_sc_hd__fa_1                    36      31
sky130_fd_sc_hd__ha_4                     0      13
sky130_fd_sc_hd__xor2_1                   4       4
sky130_fd_sc_hd__and2_1                  47      27
sky130_fd_sc_hd__clkbuf_2                 0      12
sky130_fd_sc_hd__nand2_2                  0       3
sky130_fd_sc_hd__ha_1                    36      23
sky130_fd_sc_hd__inv_2                    0      11
sky130_fd_sc_hd__xnor2_1                  7       4
sky130_fd_sc_hd__conb_1                   1       4
sky130_fd_sc_hd__fa_2                     0       5
sky130_fd_sc_hd__xnor2_2                  0       3
sky130_fd_sc_hd__buf_2                    0       6
sky130_fd_sc_hd__dfrtp_1                 16      16
## kinds of logic after synthesis
group	Yosys count	synth area share, %
buffers and inverters	53	8.42
other	1	0.148
and+or+nand+nor	88	19.1
DFF	16	15.8
xor gates and xnor gates	11	3.79
AOI/OAI and AO/OA	23	6.75
adders and majority gates	72	46.1
## critical path, stage by stage
cell	delay, ns
sky130_fd_sc_hd__buf_8	0.10
sky130_fd_sc_hd__and2_4	0.15
sky130_fd_sc_hd__fa_1	0.52
sky130_fd_sc_hd__inv_1	0.05
sky130_fd_sc_hd__fa_2	0.52
sky130_fd_sc_hd__inv_2	0.04
sky130_fd_sc_hd__fa_1	0.47
sky130_fd_sc_hd__inv_1	0.05
sky130_fd_sc_hd__fa_1	0.49
sky130_fd_sc_hd__inv_2	0.05
sky130_fd_sc_hd__ha_4	0.21
sky130_fd_sc_hd__and2_4	0.14
sky130_fd_sc_hd__a221oi_4	0.26
sky130_fd_sc_hd__nand3_2	0.14
sky130_fd_sc_hd__and3_4	0.18
sky130_fd_sc_hd__a211oi_2	0.12
## what timing repair did
action / 4_1_cts / 5_1_grt
pin swaps: 42 / 42
setup buffers: 11 / 5
resized: 148 / 52
endpoints found under the setup margin: 31 / 26
Power is estimated from default activity; no workload was simulated.
